### flow/design.v
`default_nettype none
module pe
  ( input  var logic        i_clk
  , input  var logic        i_arst
  , input  var logic        i_doProcess
  , input  var logic [7:0]  i_a
  , input  var logic [7:0]  i_b
  , output var logic [7:0]  o_a
  , output var logic [7:0]  o_b
  , output var logic [31:0] o_y
  );
  logic [31:0] mult;
  always_comb
    mult = i_a*i_b;
  logic [31:0] mac_d, mac_q;
  always_ff @(posedge i_clk, posedge i_arst)
    if (i_arst)
      mac_q <= '0;
    else
      mac_q <= mac_d;
  always_comb
    mac_d = (i_doProcess) ? mac_q + mult : '0;
  always_comb
    o_y = mac_q;
  logic [7:0] a_q, b_q;
  always_ff @(posedge i_clk, posedge i_arst)
    if (i_arst)
      a_q <= '0;
    else if (i_doProcess)
      a_q <= i_a;
    else
      a_q <= a_q;
  always_ff @(posedge i_clk, posedge i_arst)
    if (i_arst)
      b_q <= '0;
    else if (i_doProcess)
      b_q <= i_b;
    else
      b_q <= b_q;
  always_comb
    o_a = a_q;
  always_comb
    o_b = b_q;
endmodule
`resetall
`default_nettype none
module systolicArray
  #(parameter int unsigned N = 4)
  ( input  var logic                         i_clk
  , input  var logic                         i_arst
  , input  var logic                         i_doProcess
  , input  var logic [N-1:0][(2*N)-2:0][7:0] i_row
  , input  var logic [N-1:0][(2*N)-2:0][7:0] i_col
  , output var logic [N-1:0][N-1:0][31:0]    o_c
  );
  logic [N-1:0][N:0][7:0] rowInterConnect;
  logic [N:0][N-1:0][7:0] colInterConnect;
  for (genvar i = 0; i < N; i++) begin: PerDummyRowColInterconnect
    always_comb
      rowInterConnect[i][0] = i_row[i][0];
    always_comb
      colInterConnect[0][i] = i_col[i][0];
  end: PerDummyRowColInterconnect
  for (genvar i = 0; i < N; i++) begin: PerRow
    for (genvar j = 0; j < N; j++) begin: PerCol
      pe u_pe
      ( .i_clk
      , .i_arst
      , .i_doProcess
      , .i_a (rowInterConnect[i][j])
      , .i_b (colInterConnect[i][j])
      , .o_a (rowInterConnect[i][j+1])
      , .o_b (colInterConnect[i+1][j])
      , .o_y (o_c[i][j])
      );
    end: PerCol
  end: PerRow
endmodule
`resetall
`default_nettype none
module topSystolicArray
  #(parameter int unsigned N = 4)                              
  ( input  var logic                      i_clk
  , input  var logic                      i_arst
  , input  var logic [N-1:0][N-1:0][7:0]  i_a
  , input  var logic [N-1:0][N-1:0][7:0]  i_b
  , input  var logic                      i_validInput
  , output var logic [N-1:0][N-1:0][31:0] o_c
  , output var logic                      o_validResult
  );
    localparam bit N_VALID =
      &{ N > 2
      ,  N < 257
      };
  if (!N_VALID) begin: ParamCheck
    $error("Matrix dimension size 'N' is invalid.");
  end: ParamCheck
  localparam int unsigned MULT_CYCLES = 3*N-2;
  localparam int unsigned MULT_CYCLES_W = $clog2(MULT_CYCLES+1);
  logic [MULT_CYCLES_W-1:0] counter_d, counter_q;
  always_ff @(posedge i_clk, posedge i_arst)
    if (i_arst)
      counter_q <= 0;
    else
      counter_q <= counter_d;
  always_comb
    if (doProcess_d == '1)
      counter_d = counter_q + 1'b1;
    else
      counter_d = '0;
  logic validResult_q;
  always_ff @(posedge i_clk, posedge i_arst)
    if (i_arst)
      validResult_q <= '0;
    else if (counter_q == MULT_CYCLES_W'(MULT_CYCLES))
      validResult_q <= '1;
    else
      validResult_q <= '0;
  always_comb
    o_validResult = validResult_q;
  logic doProcess_d, doProcess_q;
  always_ff @(posedge i_clk, posedge i_arst)
    if (i_arst)
      doProcess_q <= '0;
    else
      doProcess_q <= doProcess_d;
  always_comb
    if (i_validInput)
      doProcess_d = '1;
    else if (counter_q == MULT_CYCLES_W'(MULT_CYCLES+1))
      doProcess_d = '0;
    else
      doProcess_d = doProcess_q;
  localparam int unsigned PAD = 8*(N-1);
  localparam bit [PAD-1:0] APPEND_ZERO = PAD'(0);
  logic [N-1:0][(2*N)-2:0][7:0] row_d, row_q;
  logic [N-1:0][(2*N)-2:0][7:0] col_d, col_q;
  logic [N-1:0][N-1:0][7:0] invertedRowElements;
  logic [N-1:0][N-1:0][7:0] invertedColElements;
  for (genvar i = 0; i < N; i++) begin: perRowCol
    always_ff @(posedge i_clk, posedge i_arst)
      if (i_arst)
        row_q[i] <= '0;
      else
        row_q[i] <= row_d[i];
    always_comb
      if (i_validInput)
        row_d[i] = {APPEND_ZERO, invertedRowElements[i]} << i*8;
      else if (counter_q != '0)
        row_d[i] = row_q[i] >> 8;
      else
        row_d[i] = row_q[i];
    for (genvar j = 0; j < N; j++) begin: perRowElement
      always_comb
        invertedRowElements[i][j] = i_a[i][N-j-1];
    end: perRowElement
    always_ff @(posedge i_clk, posedge i_arst)
      if (i_arst)
        col_q[i] <= '0;
      else
        col_q[i] <= col_d[i];
    always_comb
      if (i_validInput)
        col_d[i] = {APPEND_ZERO, invertedColElements[i]} << i*8;
      else if (counter_q != '0)
        col_d[i] = col_q[i] >> 8;
      else
        col_d[i] = col_q[i];
    for (genvar j = 0; j < N; j++) begin: perColElement
      always_comb
        invertedColElements[i][j] = i_b[N-j-1][i];
    end: perColElement
  end: perRowCol
  systolicArray
  #(.N (N))
  u_systolicArray
  ( .i_clk
  , .i_arst
  , .i_doProcess (doProcess_q)
  , .i_row (row_q)
  , .i_col (col_q)
  , .o_c
  );
endmodule
`resetall
### flow/run.sh
#!/bin/bash
# OpenROAD 26Q1-2900-gdf79404cd8, Yosys 0.63+post, stock flow scripts
make -C /OpenROAD-flow-scripts/flow DESIGN_CONFIG=/design/flow/config.mk WORK_HOME=/design/flow/orfs finish
### flow/config.mk
export PLATFORM = sky130hd
export DESIGN_NAME = topSystolicArray
export DESIGN_NICKNAME = topSystolicArray
export VERILOG_FILES = /design/flow/design.v
export SDC_FILE = /design/flow/constraint.sdc
export NUM_CORES = 4
export LEC_CHECK = 1
export CORE_UTILIZATION = 30
### flow/constraint.sdc
current_design topSystolicArray

set clk_period 45.5
set clk_io_pct 0.2

create_clock -name clk0 -period $clk_period [get_ports {i_clk}]

set non_clock_inputs [all_inputs -no_clocks]
set_input_delay [expr $clk_period * $clk_io_pct] -clock clk0 $non_clock_inputs
set_output_delay [expr $clk_period * $clk_io_pct] -clock clk0 [all_outputs]
==> impl_metrics.py <==
# Auto-generated metrics
metrics = {
    "run_status": {
        "status": "completed",
    },
    "route": {
        "routed-wl-met2_um": 110000,
        "finalWirelength_um": 245000,
        "num_vias": 65831,
        "drc_errors": 0,
        "wl_met3_um": 17900,
        "highest_layer": "met5",
        "first_iter_violations": 2990,
        "met1Wirelength_um": 107000,
        "avgViaCountPerCell": 4.69,
        "firstDrtPassIters": 7,
        "ant_nets": 0,
        "wl_per_cell_um": 17.4,
    },
    "synthesis": {
        "ys.flops": 1062,
        "flop_cell": "dfrtp_1",
        "synth_cell_types": 99,
        "ys_warn_count": 3,
        "ys_seq_share_pct": 30.2,
        "avgSynthCellArea_um2": 9.47,
        "syn_inst": 9283,
        "synthArstFlopShare_pct": 100,
        "edf_count": 0,
        "syn_area_mm2": 0.0879,
        "ys_area_mm2": 0.0879,
        "ys_cells": 9283,
    },
    "placement": {
        "place_hpwl_um": 189000,
        "io_buffer_count": 771,
        "placed_area_mm2": 0.100,
        "routabilityCongestion": 0.900,
    },
    "pwr": {
        "p_per_area_mw_per_mm2": 47.2,
        "leakagePower_uw": 0.0520,
        "vdd.ir_drop.worst_mv": 0.0535,
    },
    "flow_run": {
        "warnings": 66,
        "cap_violations": 0,
    },
    "worst_setup_path": {
        "worst_ep_required_time_ns": 46.31,
        "end_kind": "asynchronous set/reset pin",
        "cp-start-kind": "input pin",
        "crit_fanout": 96,
        "path_class": "input pin to asynchronous set/reset pin",
        "worstPathArrival_ns": 12.61,
    },
    "cts": {
        "root_buffer": "clkbuf_16",
        "cts_hold_buffers": 0,
        "path_clk_slew_ns": 0.06,
        "cts_resized": 0,
        "cts-buffers-inserted": 142,
        "htreeDepth": 4,
        "numClockSinks": 1062,
        "clock_path_buffers": 4,
        "cts_setup_buffers": 0,
        "cts_tree": "done",
        "clock_latency_ns": 0.83,
    },
    "final_timing": {
        "tightestPinTransition_ns": 0.908,
        "slew_headroom_pct": 39.2,
        "fmax_ghz": 0.0847,
        "period_minus_slack_ns": 11.80,
        "fin_skew_ns": 0.0793,
        "final-setup-viol-count": 0,
        "finalCritPeriodShare_pct": 25.9,
        "tns_ns": 0,
        "slew_viol_final": 0,
        "rsz0062_at_grt": "no",
        "hold_viol": 0,
    },
    "floorplan": {
        "chipArea_mm2": 0.295,
        "fp.dieH_um": 543,
        "die_x_um": 543,
        "core_mm2": 0.291,
        "num_rows": 198,
        "ios": 772,
        "fp-utilization_pct": 30.2,
    },
    "grt": {
        "antenna_found_initial": 20,
        "grt_pass1_vias": 65381,
        "grt_max_degree": 117,
        "grt_pass1_wl_um": 383000,
        "track_usage_pct": 17.2,
        "grt_overflow": 0,
    },
    "finish": {
        "drive_above_1_share_pct": 5.61,
        "fin_area_mm2": 0.105,
        "final_cell_mix": "1061 x dfrtp_1, 975 x inv_1, 934 x nand2_1, 925 x and2_1, 867 x ha_1",
        "fillCellCount": 28984,
        "layout_top_cell": "dfrtp_1",
        "area_delta_synth_final_pct": 19.3,
    },
    "worst_hold_path": {
        "hp-class": "register to register",
    },
}
[power by group]
part	switching (µW)	internal, µW	total (µW)
logic	1250	1070	2320
registers	299	1170	1460
clock network	464	700	1160
total	2010	2930	4950
[stage by stage]
step | total power, µW | utilization (%) | worst slack (ns) | hold slack [ns] | instances
floorplan | 2970 | - | 6.51 | 0.454 | 9283
global placement | 3820 | 34.4 | 32.79 | 0.486 | 13772
detailed placement | 3820 | 34.4 | 32.76 | 0.488 | 13772
CTS | 5030 | 36.0 | 33.61 | 0.501 | 14020
global route | 5380 | 36.0 | 33.27 | 0.513 | 14021
finish | 4950 | 36.0 | 33.70 | 0.493 | 14032
[kinds of logic after synthesis]
group                      after synthesis  share of synthesized area (%)
xor gates and xnor gates               521                           5.19
AOI/OAI and AO/OA                     1525                           10.8
buffers and inverters                 1227                           5.28
and+or+nand+nor                       3071                           17.6
muxes                                  418                           5.03
adders and majority gates             1459                           25.8
DFF                                   1062                           30.2
[cell usage after synthesis, drive strengths merged, types with 58 or more instances]
cell    number  area [µm²]
a21o       202        1520
a21oi      484        2430
and2       927        5800
and3        85         534
clkbuf     224         851
dfrtp     1062       26600
fa         592       11900
ha         867       10800
inv        977        3670
mux2       192        2160
mux2i      226        2260
nand2      935        3510
nand2b      84         526
nand3      125         626
nand4       70         438
nor2       522        1960
nor2b       74         473
nor3        86         435
o21a        58         435
o21ai      461        2310
xnor2      322        2820
xor2       199        1740
[layer usage]
layer  vias up  GRT usage (%)
li1      32450              -
met1     31659           23.8
met3       336           5.17
met4        22           5.47
met5         -          0.390
met2      1364           26.4
[sequential cells by signal, summed over array words and instances (netlist names)]
| signal | count |
|---|---|
| u_systolicArray.PerRow.PerCol.u_pe.mac_q | 512 |
| col_q | 176 |
| row_q | 176 |
| u_systolicArray.PerRow.PerCol.u_pe.a_q | 96 |
| u_systolicArray.PerRow.PerCol.u_pe.b_q | 96 |
| counter_q | 4 |
| doProcess_q | 1 |
| validResult_q | 1 |
[final timing paths]
path | from | end | slack, ns | depth (start not counted)
max in group clk0 | i_validInput | col_q[137]$_DFFE_PP0P_ | 33.70 | 6
min | counter_q[0]$_DFF_PP0_ | counter_q[0]$_DFF_PP0_ | 0.49 | 1
max | i_arst | u_systolicArray.PerRow[2].PerCol[2].u_pe.mac_q[17]$_DFF_PP0_ | 33.70 | 6
min in group asynchronous | i_arst | row_q[155]$_DFFE_PP0P_ | 8.81 | 2
max reg2reg | row_q[173]$_DFFE_PP0P_ | u_systolicArray.PerRow[3].PerCol[0].u_pe.mac_q[21]$_DFF_PP0_ | 38.45 | 21
min reg2reg | counter_q[0]$_DFF_PP0_ | counter_q[0]$_DFF_PP0_ | 0.49 | 1
[critical path: stages]
cell	delay [ns]
clkdlybuf4s50_1	0.49
inv_8	0.48
buf_4	0.57
buf_4	0.56
buf_12	0.45
buf_4	0.65
[area by class of cell]
type / instances / area (µm²) / share of cell area, %
diodes: 12 / 30.0 / 0.0286
clock buffers: 187 / 3980 / 3.80
clock inverters: 61 / 792 / 0.755
inverters: 977 / 3680 / 3.51
multi-input cells: 6994 / 56700 / 54.0
flip-flops and latches: 1062 / 26600 / 25.3
well taps: 3900 / 4880 / 4.65
repair buffers: 839 / 8260 / 7.87
Power and IR drop assume default switching activity.
